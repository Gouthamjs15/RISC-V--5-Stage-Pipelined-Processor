==> ./design.v <==
module alu(
    input  logic [31:0] operand_a,    
    input  logic [31:0] operand_b,    
    input  logic [3:0]  alu_control,  
    output logic [31:0] result,       
    output logic        zero_flag     
);
  always_comb begin
    case (alu_control)
      4'b0000: result = operand_a + operand_b;   
      4'b0001: result = operand_a - operand_b;   
      4'b0010: result = operand_a & operand_b;   
      4'b0011: result = operand_a | operand_b;   
      4'b0100: result = operand_a ^ operand_b;   
      4'b0101: result = operand_a << operand_b[4:0];  
      4'b0110: result = operand_a >> operand_b[4:0];  
      default: result = 32'b0;
    endcase
  end
  assign zero_flag = (result == 32'b0);
endmodule
module fault_tolerant_alu (
  input  logic [31:0] operand_a, operand_b,
  input  logic [3:0]  alu_control,
  output logic [31:0] result,
  output logic        error_flag,
  output logic [31:0] tmr1_op, tmr2_op,tmr3_op,
  output logic [31:0] r1, r2,r3
);
  logic        z1, z2, z3;
  alu alu1(.operand_a(operand_a), .operand_b(operand_b), .alu_control(alu_control), .result(r1), .zero_flag(z1));
  alu alu2(.operand_a(operand_a), .operand_b(operand_b), .alu_control(alu_control), .result(r2), .zero_flag(z2));
  alu alu3(.operand_a(operand_a), .operand_b(operand_b), .alu_control(alu_control), .result(r3), .zero_flag(z3));
  always_comb begin
    if (r1 == r2 || r1 == r3)
      result = r1;
    else if (r2 == r3)
      result = r2;
    else
      result = 32'hxxxx_xxxx; 
    error_flag = !( (r1 == r2) || (r1 == r3) || (r2 == r3) );
  end
  assign tmr1_op = r1;
  assign tmr1_op = r2;
  assign tmr1_op = r3;
endmodule
module alu_control(
    input  logic [1:0] alu_op,      
    input  logic [2:0] funct3,      
    input  logic [6:0] funct7,      
    output logic [3:0] alu_control  
);
  always_comb begin
    case (alu_op)
      2'b00: begin
        alu_control = 4'b0000;  
      end
      2'b01: begin
                alu_control = 4'b0001;  
      end
      2'b10: begin
        case (funct3)
          3'b000: begin
            alu_control = (funct7 == 7'b0100000) ? 4'b0001 : 4'b0000;
          end
          3'b111: alu_control = 4'b0010;  
          3'b110: alu_control = 4'b0011;  
          3'b100: alu_control = 4'b0100;  
          default: alu_control = 4'b0000;
        endcase
      end
      2'b11: begin
        case (funct3)
          3'b000: alu_control = 4'b0000;  
          3'b111: alu_control = 4'b0010;  
          3'b110: alu_control = 4'b0011;  
          default: alu_control = 4'b0000;
        endcase
      end
      default: alu_control = 4'b0000;
    endcase
  end
endmodule
`timescale 1ns/1ps
module execution_stage(
    input  logic clk,
    input logic rst,
    input logic [31:0] pc,
    input  logic [31:0] read_data1,   
    input  logic [31:0] read_data2,   
    input  logic [31:0] imm_ext,        
    input  logic [6:0]  opcode,
    input  logic [4:0]  rd_e,
    input  logic [4:0]  rs1,
    input  logic [4:0]  rs2,
    input  logic mem_to_reg,
    input  logic reg_write,
    input  logic mem_read,
    input  logic mem_write,
    input  logic branch, 
    input  logic        alu_src,      
    input  logic [1:0]  alu_op,       
    input  logic [2:0]  funct3,       
    input  logic [6:0]  funct7,       
    input logic [1:0] forward_a,
    input logic [1:0] forward_b,
    input logic [31:0] ex_mem_alu_result,
    input logic [31:0] mem_wb_data,
    output logic [31:0] alu_result,   
    output logic        alu_zero,     
    output logic error_flag,
    output logic [31:0] r1,r2,r3,
    output logic [3:0]  alu_control_out,
    output  logic [6:0]  opcode_m,   
    output  logic [4:0]  rd_m,       
    output  logic  [4:0]  rs1_m,     
    output  logic  [4:0]  rs2_m,     
    output  logic mem_to_reg_m,      
    output  logic reg_write_m,       
    output  logic mem_read_m,        
    output  logic mem_write_m,       
    output  logic branch_m,
    output  logic [31:0] read_data2_m,
    output logic branch_taken,
    output logic [31:0] branch_target,
    output logic branch_condition_met
);
        assign mem_to_reg_m = mem_to_reg;
        assign reg_write_m =  reg_write;
        assign mem_read_m = mem_read;
        assign mem_write_m = mem_write;
        assign rd_m = rd_e;
        assign rs1_m = rs1;
        assign rs2_m = rs2;
        assign opcode_m = opcode;
        assign branch_m = branch;
always_comb begin
    case (funct3)
        3'b000: branch_condition_met = (read_data1 == read_data2);                      
        3'b001: branch_condition_met = (read_data1 != read_data2);                      
        3'b100: branch_condition_met = ($signed(read_data1) < $signed(read_data2));     
        3'b101: branch_condition_met = ($signed(read_data1) >= $signed(read_data2));    
        3'b110: branch_condition_met = (read_data1 < read_data2);                       
        3'b111: branch_condition_met = (read_data1 >= read_data2);                      
        default: branch_condition_met = 1'b0;
    endcase
end
    assign branch_taken = branch && branch_condition_met;
    assign branch_target = pc + imm_ext;
            logic [31:0] alu_input_a;
            logic [31:0] alu_input_b;
            logic [31:0] forwarded_b;
    always_comb begin
            alu_input_a = read_data1;
            forwarded_b = read_data2;
    case (forward_a)
        2'b00: alu_input_a = read_data1;         
        2'b10: alu_input_a = ex_mem_alu_result;    
        2'b01: alu_input_a = mem_wb_data;          
        default: alu_input_a = alu_input_a;
    endcase
    case (forward_b)
        2'b00: forwarded_b=  forwarded_b;         
        2'b10: forwarded_b= ex_mem_alu_result;    
        2'b01: forwarded_b= mem_wb_data;          
        default: forwarded_b= forwarded_b;
    endcase
    alu_input_b = (alu_src) ? imm_ext : forwarded_b;
end
    logic [3:0] alu_control;      
    alu_control u_acu (
        .alu_op(alu_op),
        .funct3(funct3),
        .funct7(funct7),
        .alu_control(alu_control)
    );
    fault_tolerant_alu u_fault_tolerant_alu(
        .operand_a(alu_input_a),
        .operand_b(alu_input_b),
        .alu_control(alu_control),
        .result(alu_result),
        .error_flag(error_flag),
        .r1(r1),
        .r2(r2),
        .r3(r3)
    );
    assign alu_control_out = alu_control;
    assign read_data2_m = forwarded_b;
endmodule
==> ./run.sh <==
#!/bin/bash
# OpenROAD 26Q1-2900-gdf79404cd8, Yosys 0.63+post, stock flow scripts
make -C /OpenROAD-flow-scripts/flow DESIGN_CONFIG=/design/flow/config.mk WORK_HOME=/design/flow/orfs finish
==> ./config.mk <==
export PLATFORM = sky130hd
export DESIGN_NAME = execution_stage
export DESIGN_NICKNAME = execution_stage
export VERILOG_FILES = /design/flow/design.v
export SDC_FILE = /design/flow/constraint.sdc
export NUM_CORES = 4
export LEC_CHECK = 1
export CORE_AREA = 10 10 209 209
export DIE_AREA = 0 0 219 219
==> ./constraint.sdc <==
current_design execution_stage

set clk_period 32.1
set clk_io_pct 0.2

create_clock -name clk0 -period $clk_period

set non_clock_inputs [all_inputs -no_clocks]
set_input_delay [expr $clk_period * $clk_io_pct] -clock clk0 $non_clock_inputs
set_output_delay [expr $clk_period * $clk_io_pct] -clock clk0 [all_outputs]
==> impl_metrics.tcl <==
# flow metrics
set metrics [dict create \
    postCtsResizedCells 0 \
    flow.area_growth_from_synthesis_pct 38.2 \
    crit_path_max_incr_delay_ps 670 \
    ff_latch_area_sq_um 0 \
    synth-seq-area-share_pct 0 \
    critical_path_arrival_ps 13380 \
    tightest_slew_ps 936 \
    run_status "complete, no violations" \
    critical_path.startpoint_type "input port" \
    yosysCellCount 1377 \
    setup_total_negative_slack_ps 0 \
    post_cts_buffers 0 \
    worstSetupEndpointType "output port" \
    power_report.internal_total_w 0.000269 \
    crit_chain "clkdlybuf4s50_1, inv_1, ha_2, buf_4, o21ai_0, mux2i_1, ha_1, and4_1, and3_2, and2_4, a21oi_1, xnor2_1, ha_1, a211oi_1, nor2_1, a2111oi_0, nand2_1, o21ai_1, a31oi_1, a221oi_1, xor2_1, o21ai_0, clkdlybuf4s50_1" \
    cpLargestDelayFamily "AND-OR/OR-AND gates" \
    route.vias.total 10700 \
    final-hold-violation-count 0 \
    die_x_um 219 \
    cellPowerDensity_mw_per_mm2 35.3 \
    p_leak_nw 5.68 \
    grt_setup_unrepaired "no" \
    worst_path_max_delay_cell "sky130_fd_sc_hd__ha_2" \
    synth_xor_xnor_area_share_pct 7.37 \
    synth_area_per_cell_sq_um 6.91 \
    critical_path_required_ps 25680 \
    final.clkbuf_count 0 \
    floorplan.io_pins 465 \
    post_route_cells_drive_above_1_share_pct 4.38 \
    synth_cells 1377 \
    via_count_of_the_first_global_routing_pass 10200 \
    synth.lib_cells_used.distinct 80 \
    cts_hold_buf 0 \
    place.detailed.hpwl_mm 38.2 \
    synth.logic.top_family "AND-OR/OR-AND gates" \
    grt_util_all_layers_pct 17.6 \
    layout.cells.most_common "sky130_fd_sc_hd__clkdlybuf4s50_1" \
    grt.overflow.total 0 \
    initial_utilization_pct 24.4 \
    fp.coreArea_sq_mm 0.0389 \
    gp_congestion 0.960 \
    worst_setup_path_category "input port to output port" \
    mostFrequentLayoutCells "407 x sky130_fd_sc_hd__clkdlybuf4s50_1, 168 x sky130_fd_sc_hd__ha_1, 125 x sky130_fd_sc_hd__nand2_1, 125 x sky130_fd_sc_hd__inv_1, 121 x sky130_fd_sc_hd__a21oi_1" \
    die_y_size_um 219 \
    drc_errors 0 \
    openroad.warnings 78 \
    relSlewSlack_pct 37.0 \
    post_synthesis_instance_area_sq_mm 0.00951 \
    fp.dieArea_sq_mm 0.0480 \
    synthSimpleGateAreaFrac_pct 17.1 \
    min_period_over_period_pct 61.7 \
    antenna_found_initial 2 \
    io_buffer_count 408 \
    synthAdderAreaFrac_pct 22.9 \
    detailedRoute.firstPassIterationCount 6 \
    cap_viol_max_count 0 \
    yosys-mux-area-fraction_pct 1.88 \
    synth-compound-area-share_pct 32.5 \
    pin_count_of_the_biggest_net_entering_global_routing 68 \
    detail_route.iter0.violations 691 \
    postLayoutSetupSlackWorst_ps 12300 \
    timing.final.setup_violations 0 \
    post_drt_antenna_nets 0 \
    yosys_area_sq_mm 0.00951 \
    power.switching_fraction_pct 42.0 \
    count_of_buffer_and_inverter_cells_on_the_critical_path 4 \
    routedWlPerCell_um 20.7 \
    place_worst_setup_slack_ps 12290 \
    avgViaCountPerCell 5.01 \
    period_minus_slack_ps 19800 \
    grt_first_pass_wirelength_mm 64.0 \
    max_freq_ghz 0.0505 \
    postRouteWirelength_mm 44.3 \
    maxSlewViolCount 0 \
    seq_cells 0 \
    yosys_warnings 37 \
    net_switching_power_w 0.000195 \
    min_path_type "input port to output port" \
    crit_fanout 44 \
    placement_rows 72 \
    ir_drop_mv 0.0232 \
]
-- cell usage after synthesis (all sizes together), types with 3 or more instances --
| library cell | instances | area share (%) |
|---|---|---|
| nor3b | 3 | 0.24 |
| a21oi | 124 | 6.6 |
| inv | 127 | 5.0 |
| nand2 | 126 | 5.1 |
| o21bai | 6 | 0.47 |
| a2111oi | 3 | 0.28 |
| and2 | 4 | 0.29 |
| a22oi | 51 | 4.1 |
| nand2b | 20 | 1.3 |
| a31o | 4 | 0.37 |
| o31ai | 12 | 0.95 |
| o21ai | 114 | 6.0 |
| a221oi | 32 | 3.9 |
| o221ai | 5 | 0.46 |
| and3 | 8 | 0.54 |
| o211ai | 3 | 0.24 |
| nand4 | 14 | 0.92 |
| a31oi | 13 | 0.86 |
| o32ai | 5 | 0.62 |
| nor2b | 29 | 1.9 |
| or3 | 4 | 0.26 |
| nor3 | 13 | 0.74 |
| a21o | 35 | 2.8 |
| and4 | 5 | 0.46 |
| o31a | 7 | 0.67 |
| buf | 146 | 12 |
| clkbuf | 38 | 1.5 |
| a211oi | 24 | 1.9 |
| mux2i | 14 | 1.6 |
| ha | 171 | 22 |
| nor4 | 6 | 0.62 |
| xnor2 | 61 | 5.6 |
| xor2 | 19 | 1.8 |
| nor2 | 82 | 3.3 |
| nand3 | 11 | 0.63 |
| o21a | 7 | 0.55 |
-- power groups by stage --
stage    Sequential [W]  Combinational (W)  Clock, W
4_1_cts               0           0.000476         0
5_1_grt               0           0.000513         0
-- cells by family (layout without fill, tap and decap cells) --
family                   after synthesis  in the layout
AND-OR/OR-AND                        460            460
other                                  1              4
XOR/XNOR                              80             80
buffers and inverters                312            553
multiplexers                          16             16
AND/OR/NAND/NOR                      335            335
adder cells (fa/ha/maj)              173            173
-- area by class of cell --
class | count | area (sq um)
Tap cell | 518 | 648
Multi-Input combinational cell | 1067 | 7800
Inverter | 128 | 480
Timing Repair Buffer | 425 | 4210
Antenna cell | 1 | 2.50
Fill cell | 4113 | 25800
-- path summary, 6_finish.rpt --
path                          from  cells after the start        endpoint  slack, ps
worst max-delay path  forward_b[0]                     23  alu_result[29]      12300
worst min-delay path      mem_read                      0      mem_read_m      12840
-- routing by layer --
metal  track usage [%]  wire length, um
met1              21.2            17800
met4              2.74              735
met5                 0               13
met3              4.12             3970
met2              31.4            21700
-- through the flow --
step	area, sq um	util (%)	total power (W)	hold slack, ps	instances
floorplan	9520	-	0.000261	12900	1379
global placement	13100	33.8	0.000471	12840	2138
detailed placement	13100	33.8	0.000473	12840	2138
CTS	13100	33.8	0.000476	12840	2138
global route	13100	33.8	0.000513	12840	2138
finish	13100	33.8	0.000464	12840	2139
Power figures rest on the tool's default switching activity, not on a simulated workload.
