===== flow/run.sh =====
#!/bin/bash
# OpenROAD 26Q1-2900-gdf79404cd8, Yosys 0.63+post, stock flow scripts
make -C /OpenROAD-flow-scripts/flow DESIGN_CONFIG=/design/flow/config.mk WORK_HOME=/design/flow/orfs finish

===== flow/config.mk =====
export PLATFORM = sky130hd
export DESIGN_NAME = instruction_fetch
export DESIGN_NICKNAME = instruction_fetch
export VERILOG_FILES = /design/flow/design.v
export SDC_FILE = /design/flow/constraint.sdc
export NUM_CORES = 4
export LEC_CHECK = 1
export CORE_UTILIZATION = 30
export SYNTH_MEMORY_MAX_BITS = 65536

===== flow/constraint.sdc =====
current_design instruction_fetch

set clk_period 9.6
set clk_io_pct 0.2

create_clock -name clk0 -period $clk_period [get_ports {clk}]

set non_clock_inputs [all_inputs -no_clocks]
set_input_delay [expr $clk_period * $clk_io_pct] -clock clk0 $non_clock_inputs
set_output_delay [expr $clk_period * $clk_io_pct] -clock clk0 [all_outputs]

===== flow/design.v =====
module instruction_fetch (
    input  logic        clk,           
    input  logic        rst,           
    input  logic [31:0] branch_target,  
    input  logic        branch_taken,  
    input  logic        stall,
    output logic [31:0] pc,             
    output logic [31:0] instruction,   
    output logic [31:0] next_pc
);
    always_comb begin
        if (branch_taken)
            next_pc = branch_target;
        else 
            next_pc = pc + 4; 
    end
    program_counter pc_module (
        .clk(clk),
        .rst(rst),
        .stall(stall),
        .next_pc(next_pc),
        .pc(pc)
    );
    instruction_memory imem (
        .address(pc),
        .instruction(instruction)
    );
endmodule
module instruction_memory (
    input  logic [31:0] address,          
    output logic [31:0] instruction       
);
    logic [31:0] mem [0:1023];
    initial begin
        integer i;
        for (i = 0; i < 1024; i = i + 1)
            mem[i] = 32'h00000000;  
       mem[0] = 32'h00000013;  
       mem[1] = 32'h00A00093;  
       mem[2] = 32'h01400113;  
       mem[3] = 32'h002081B3;  
       mem[4] = 32'h40210233;  
       mem[5] = 32'h0020C063;  
       mem[6] = 32'hFFF00193; 
       mem[7] = 32'h00300113; 
       mem[8] = 32'h00508193;  
       mem[9] = 32'h00F10113;  
       mem[10] = 32'h03200093;  
       mem[11] = 32'h00038283;  
    end
    assign instruction = mem[address[31:2]]; 
endmodule
 module program_counter (
    input  logic        clk,         
    input  logic        rst,         
    input  logic [31:0] next_pc,     
    input logic         stall,
    output logic [31:0] pc           
);
    always_ff @(posedge clk or posedge rst) begin
        if (rst)
            pc <= 32'h0000_0000;     
        else if (! stall)
            pc <= next_pc;           
    end
endmodule

==> results_dict.tcl <==
# metrics dict for downstream scripts
set metrics [dict create \
    clock_tree_from_tritoncts "done" \
    openroad.warnings 29 \
    clk_latency_ns 0.28 \
    fp.coreArea_mm2 0.0108 \
    maximum_level_of_the_cts_h_tree 2 \
    remaining_number_of_nets_flagged_by_the_antenna_check_after_routing 0 \
    yosys_warnings 3 \
    synthCells 435 \
    routed-via-count 3730 \
    maximum_net_fanout_on_the_critical_path 37 \
    area.combinational_mm2 0.00222 \
    ctsHoldBuffers 0 \
    drt_drc_violations_left 0 \
    row_count 38 \
    ctsRootBufferMaster "sky130_fd_sc_hd__clkbuf_8" \
    dp_hpwl_um 7900 \
    fillers 1077 \
    cp-start-kind "input port" \
    io_buffers 123 \
    worst_slew_pin_slew_ns 0.802 \
    max_cap_viol_count 0 \
    number_of_buffers_created_by_cts 5 \
    timing.critical_path.slowest_cell_delay_ns 0.49 \
    leakage_nw 1.68 \
    finalMaxSlewViolations 0 \
    grt_setup_unrepaired "no" \
    worst_clock_skew_ns 0.00494 \
    fin_crit_ns 6.12 \
    timing_worst_setup_path_type "in2out" \
    synth.yosys.seq_area_share 0.240 \
    die_x_um 107 \
    outcome "finished clean" \
    timing.final.hold_violations 0 \
    via_per_inst 5.60 \
    vdd.ir_drop.worst_mv 0.0535 \
    antenna_violations_before_repair 0 \
    chipHeight_um 107 \
    synth_async_sr_flop_share 1.00 \
    area.growth.synth_to_final_pct 38.6 \
    minimum_setup_slack_after_placement_ns 3.47 \
    synth_area_mm2 0.00333 \
    post_route_cells_drive_above_1_share 0.0684 \
    finalSetupViolCount 0 \
    worstPathRequired_ns 7.68 \
    finalClockPeriodUsage 0.637 \
    syn-mean-instance-area_um2 7.66 \
    groute.usage.overall 0.200 \
    regMostFlops "pc_module.pc" \
    most_common_reg_cell "sky130_fd_sc_hd__dfrtp_1" \
    setup.worst_path.end_class "primary output" \
    register_area_um2 801 \
    boundaryPins 132 \
    cpMaxStageDelayCell "sky130_fd_sc_hd__buf_2" \
    drt_iter0_drc 188 \
    layout_utilization 0.426 \
    yosys-stat-area_mm2 0.00333 \
    grt_pass1_wl_um 18200 \
    arrival_time_of_data_at_the_critical_path_endpoint_ns 4.20 \
    grt_pass1_vias 3482 \
    globalplace.congestion 0.902 \
    regToRegSetupSlack_ns 7.16 \
    pwr_density_cell_mw_per_mm2 125 \
    grt_start_max_net_pins 61 \
    n_antenna_cell 0 \
    critical_path.cell_chain "buf_2 -> buf_4 -> inv_2 -> nand2_1 -> nor4_1 -> and3b_1 -> clkdlybuf4s50_1" \
    yosys_cells 435 \
    cts.reportedPaths.clkPinSlew_ns 0.07 \
    initCoreUtil 0.307 \
    cts_setup_buffers 0 \
    max_freq_mhz 163 \
    routed_wl_um 11300 \
    cts_buffer_depth 2 \
    max_slew_margin 0.464 \
    synth.lib_cells_used.distinct 63 \
    reg_top3 "pc_module.pc x32" \
    drtPass1Iterations 5 \
    setup_slack_ns 3.48 \
    cts-resized-gates 0 \
    flip_flops_with_a_built_in_enable 0 \
    setup_total_negative_slack_ns 0 \
    clkSinkCount 32 \
    grt_overflow_total 0 \
    routedWlPerCell_um 16.9 \
    chipArea_mm2 0.0115 \
    largest_reg_flops 32 \
    yosys_reg_bits 32 \
    worstHoldPathType "reg2reg" \
]
cell families (layout without fill, tap and decap cells):
kind of cell    Yosys count  in the layout  synth area share
buf+inv                  63            147             0.102
simple gates            202            202             0.336
fa+ha+maj                 6              6            0.0225
xor+xnor                  8              8            0.0210
other cells               1              8           0.00113
compound gates          103            103             0.212
mux                      20             20            0.0653
flops                    32             32             0.240
path summary, 6_finish.rpt:
kind	from	depth (start not counted)	endpoint
setup / recovery	branch_taken	7	next_pc[24]
hold / removal	pc_module.pc[1]$_DFFE_PP0N_	1	pc_module.pc[1]$_DFFE_PP0N_
setup reg to reg	pc_module.pc[5]$_DFFE_PP0N_	4	pc_module.pc[17]$_DFFE_PP0N_
hold reg to reg	pc_module.pc[1]$_DFFE_PP0N_	1	pc_module.pc[1]$_DFFE_PP0N_
max in group asynchronous	rst	3	pc_module.pc[20]$_DFFE_PP0N_
min in group asynchronous	rst	3	pc_module.pc[8]$_DFFE_PP0N_
Yosys cell counts, drive strengths merged, types with 2 or more instances:
master | instances | share of area
clkbuf | 15 | 0.017
o21ai | 19 | 0.029
nor4 | 17 | 0.032
a31oi | 9 | 0.017
nand2 | 41 | 0.046
buf | 36 | 0.071
and4 | 8 | 0.021
xor2 | 2 | 0.0053
and3 | 5 | 0.0094
xnor2 | 6 | 0.016
dfrtp | 32 | 0.24
nor2 | 37 | 0.042
a21boi | 3 | 0.0068
o31a | 8 | 0.021
or4 | 8 | 0.018
nand3b | 2 | 0.0045
nor3b | 2 | 0.0045
and2 | 3 | 0.0056
ha | 6 | 0.023
or3 | 8 | 0.015
o41ai | 3 | 0.0079
a32oi | 2 | 0.0053
o31ai | 10 | 0.023
nor2b | 7 | 0.013
nor3 | 14 | 0.021
nand4 | 15 | 0.039
a221o | 3 | 0.0090
mux2 | 14 | 0.047
inv | 11 | 0.012
o211ai | 7 | 0.016
a22oi | 8 | 0.018
a311oi | 3 | 0.0079
a21oi | 17 | 0.026
nand3 | 19 | 0.030
nand2b | 10 | 0.019
mux2i | 6 | 0.018
metrics by stage:
stage	instances	instance area, um^2	hold WS (ns)	power [mW]
final	666	4620	0.543	0.579
after global routing	666	4620	0.559	0.619
after CTS	666	4620	0.553	0.582
after detailed placement	658	4490	0.531	0.433
after global placement	658	4490	0.526	0.433
after floorplan	442	3360	0.475	0.312
power by group:
part           internal [mW]  switching, mW  leakage (nW)
sequential             0.155         0.0543         0.381
clock                 0.0917         0.0555        0.0645
combinational          0.134         0.0876          1.23
cell usage in the layout, fill, tap and decap left out, types with 8 or more instances in the layout:
cell type | synthesis | routed
sky130_fd_sc_hd__nor3_1 | 14 | 14
sky130_fd_sc_hd__or3_1 | 8 | 8
sky130_fd_sc_hd__nand2b_1 | 10 | 10
sky130_fd_sc_hd__dfrtp_1 | 32 | 32
sky130_fd_sc_hd__inv_1 | 10 | 10
sky130_fd_sc_hd__o31ai_1 | 10 | 10
sky130_fd_sc_hd__a31oi_1 | 9 | 9
sky130_fd_sc_hd__conb_1 | 1 | 8
sky130_fd_sc_hd__clkdlybuf4s50_1 | 0 | 121
sky130_fd_sc_hd__nand4_1 | 12 | 12
sky130_fd_sc_hd__o21ai_0 | 19 | 19
sky130_fd_sc_hd__mux2_2 | 14 | 14
sky130_fd_sc_hd__a21oi_1 | 17 | 17
sky130_fd_sc_hd__nor4_1 | 17 | 17
sky130_fd_sc_hd__or4_1 | 8 | 8
sky130_fd_sc_hd__a22oi_1 | 8 | 8
sky130_fd_sc_hd__nand2_1 | 41 | 41
sky130_fd_sc_hd__nand3_1 | 18 | 18
sky130_fd_sc_hd__nor2_1 | 37 | 37
sky130_fd_sc_hd__o31a_1 | 8 | 8
worst max-delay path: cells and delay by family:
family / cells / cell delay (ns)
AND/OR/NAND/NOR: 3 / 0.44
buffers and inverters: 4 / 1.80
final cells by class:
cell class	instances	area share
clock inverters	1	0.00650
inverters	12	0.00975
flip-flops and latches	32	0.173
repair buffers	127	0.271
clock buffers	7	0.0209
multi-input cells	347	0.481
well taps	140	0.0379
routing by layer:
metal / GRT usage / vias to the layer above / routed length, um
met3: 0.0333 / 4 / 851
li1: - / 1800 / -
met5: 0 / - / 0
met2: 0.332 / 161 / 5280
met1: 0.287 / 1765 / 5120
met4: 0.0205 / 0 / 38
Power is estimated from default activity; no workload was simulated.
