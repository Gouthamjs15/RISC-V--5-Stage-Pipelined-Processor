==> /design/flow/design.v <==
module MEM_stage (
    input logic clk, reset,
    input logic MemRead,
    input logic MemWrite,
    input logic MemToReg,
    input logic [31:0] ALU_result,
    input logic [31:0] Write_data,
    input logic [4:0] rd,
    input logic reg_w_ctrl_IN,
    output logic [31:0] ALU_result_o,
    output logic [4:0] MEM_WB_rd,
    output logic [31:0] read_data,
    output logic reg_w_ctrl_out,
    output logic MemToReg_out
);
        assign reg_w_ctrl_out = reg_w_ctrl_IN;
        assign MemToReg_out = MemToReg;
    logic [31:0] Read_data;
    data_memory dmem (
        .clk(clk),
        .reset(reset),
        .mem_read(MemRead),
        .mem_write(MemWrite),
        .addr(ALU_result),
        .write_data(Write_data),
        .read_data(Read_data)
    );
    always_comb begin
        if (MemToReg)
            ALU_result_o = Read_data;  
        else
            ALU_result_o = ALU_result;  
    end
    assign MEM_WB_rd = rd;  
endmodule
module data_memory (
    input logic clk,
    input logic reset,                     
    input logic mem_read,                
    input logic mem_write,               
    input logic [31:0] addr,             
    input logic [31:0] write_data,       
    output logic [31:0] read_data        
);
    logic [31:0] mem [0:255];
    always_ff @(posedge clk) begin
        if (mem_write) begin
            mem[addr[9:2]] <= write_data;  
        end
    end
    always_ff @(posedge clk or posedge reset) begin
    if (reset) begin
        read_data <= 32'b0;
    end else if (mem_read) begin
        read_data <= mem[addr[9:2]];
    end
end
;
endmodule
==> /design/flow/run.sh <==
#!/bin/bash
# OpenROAD 26Q1-2900-gdf79404cd8, Yosys 0.63+post, stock flow scripts
make -C /OpenROAD-flow-scripts/flow DESIGN_CONFIG=/design/flow/config.mk WORK_HOME=/design/flow/orfs finish
==> /design/flow/config.mk <==
export PLATFORM = sky130hd
export DESIGN_NAME = MEM_stage
export DESIGN_NICKNAME = MEM_stage
export VERILOG_FILES = /design/flow/design.v
export SDC_FILE = /design/flow/constraint.sdc
export NUM_CORES = 4
export LEC_CHECK = 1
export CORE_UTILIZATION = 50
export SYNTH_MEMORY_MAX_BITS = 65536
==> /design/flow/constraint.sdc <==
current_design MEM_stage

set clk_period 2.8
set clk_io_pct 0.2

create_clock -name clk0 -period $clk_period [get_ports {clk}]

set non_clock_inputs [all_inputs -no_clocks]
set_input_delay [expr $clk_period * $clk_io_pct] -clock clk0 $non_clock_inputs
set_output_delay [expr $clk_period * $clk_io_pct] -clock clk0 [all_outputs]
==> run_summary.xml <==
<?xml version="1.0" encoding="UTF-8"?>
<metrics>
  <group name="pwr">
    <metric name="vdd_drop_max" unit="mV">0.744</metric>
    <metric name="internal-power" unit="mW">202</metric>
    <metric name="p_per_area" unit="nW/um2">684</metric>
    <metric name="power.share.sequential" unit="%">52.7</metric>
    <metric name="cell_leakage_power" unit="nW">121</metric>
    <metric name="swShare" unit="%">21.7</metric>
    <metric name="power.combinational.fraction" unit="%">6.0</metric>
    <metric name="total_switching_power" unit="mW">56.0</metric>
    <metric name="p_clk_share" unit="%">41.3</metric>
  </group>
  <group name="clock_tree">
    <metric name="worst_skew_pair.late_latency" unit="ns">1.18</metric>
    <metric name="clk_transition_reported_paths" unit="ns">0.06</metric>
    <metric name="cts.root.buffer_cell" unit="">clkbuf_16</metric>
    <metric name="htree_depth" unit="">6</metric>
    <metric name="cts-buffers-inserted" unit="">809</metric>
    <metric name="clock_path_buffers" unit="">4</metric>
    <metric name="tritoncts_num_sinks" unit="">8224</metric>
    <metric name="cts_tree" unit="">done</metric>
  </group>
  <group name="die">
    <metric name="area_of_the_core" unit="um2">625000</metric>
    <metric name="ioPinCount" unit="">146</metric>
    <metric name="die_width" unit="um">795</metric>
    <metric name="floorplan.initialDensity" unit="%">50.3</metric>
    <metric name="placementRows" unit="">290</metric>
    <metric name="die_y" unit="um">795</metric>
    <metric name="die_area" unit="um2">632000</metric>
  </group>
  <group name="final_layout">
    <metric name="final_core_util" unit="%">60.4</metric>
    <metric name="fin_area" unit="um2">378000</metric>
    <metric name="seqCellArea" unit="um2">247000</metric>
    <metric name="syn_to_final_growth" unit="%">20.1</metric>
    <metric name="multiInputGateArea" unit="um2">66400</metric>
    <metric name="drive_gt1_share" unit="%">35.5</metric>
    <metric name="final_cells" unit="">25014</metric>
    <metric name="fillers" unit="">41649</metric>
  </group>
  <group name="critical_path">
    <metric name="worstPathCellList" unit="">mux4_2 &gt; mux4_2 &gt; a211oi_2 &gt; buf_4 &gt; nand4_1 &gt; buf_4 &gt; o22a_1</metric>
    <metric name="r2r_slack" unit="ns">-0.37</metric>
    <metric name="critPathMaxFanout" unit="">2</metric>
    <metric name="path_buffers" unit="">2</metric>
    <metric name="critical-path-slowest-cell" unit="">mux4_2</metric>
    <metric name="worstSetupEndpointType" unit="">flip-flop</metric>
    <metric name="critical_path.max_stage_delay" unit="ns">0.62</metric>
    <metric name="critical_path_class" unit="">flip-flop to flip-flop</metric>
    <metric name="cp.arrival" unit="ns">4.23</metric>
    <metric name="worst_setup_path_start_kind" unit="">flip-flop</metric>
    <metric name="worst_ep_required_time" unit="ns">3.85</metric>
    <metric name="critPathTopFamily" unit="">multiplexers</metric>
  </group>
  <group name="synth">
    <metric name="synth.yosys.warnings" unit="">34</metric>
    <metric name="synth.mux.area_fraction" unit="%">16.5</metric>
    <metric name="post_synth.cell_area_avg" unit="um2">23.0</metric>
    <metric name="post_synth_fa_ha_maj_area_fraction" unit="%">0</metric>
    <metric name="yosys-top-cells-count" unit="">edfxtp_1 (8192), mux4_2 (2010), mux2i_1 (546)</metric>
    <metric name="yosys.area_share.xor_xnor" unit="%">0</metric>
    <metric name="post_synth_main_area_contributors" unit="">edfxtp_1 (78%), mux4_2 (14%), mux2i_1 (1.7%)</metric>
    <metric name="post_synth_inst_count" unit="">13662</metric>
    <metric name="async_reset_ff_share" unit="%">0.389</metric>
    <metric name="synth.yosys.chip_area" unit="um2">314000</metric>
    <metric name="synth-main-ff-cell" unit="">edfxtp_1</metric>
    <metric name="synth_simple_gate_area_share" unit="%">1.42</metric>
    <metric name="synth.cellmix.compoundShare" unit="%">2.13</metric>
    <metric name="synth.lib_cells_used.distinct" unit="">70</metric>
    <metric name="synth_area_leader_cell" unit="">edfxtp_1</metric>
    <metric name="post_synthesis_cell_count_from_yosys" unit="">13662</metric>
    <metric name="postSynthSeqShare" unit="%">78.5</metric>
    <metric name="netlist_area" unit="um2">314000</metric>
    <metric name="logic_family" unit="">multiplexers</metric>
    <metric name="synth_flops" unit="">8224</metric>
    <metric name="synth.top_cell.area_share" unit="%">78.3</metric>
    <metric name="edf_count" unit="">8192</metric>
    <metric name="most_common_cell" unit="">edfxtp_1</metric>
  </group>
  <group name="detailed_routing">
    <metric name="wl_met2" unit="um">425000</metric>
    <metric name="detail_route.drc_violations" unit="">0</metric>
    <metric name="vias_per_cell" unit="">6.26</metric>
    <metric name="wirelength" unit="um">940000</metric>
    <metric name="detail_route.wl_per_cell" unit="um">37.6</metric>
    <metric name="vias" unit="">156662</metric>
    <metric name="first_pass_iters" unit="">5</metric>
    <metric name="met3_routed_length" unit="um">201000</metric>
    <metric name="detail_route.wirelength.met1" unit="um">254000</metric>
    <metric name="detailedRoute.firstIterationViolations" unit="">10285</metric>
    <metric name="final_antenna_net_count" unit="">0</metric>
    <metric name="top_layer" unit="">met5</metric>
  </group>
  <group name="hold_path">
    <metric name="holdCritPathClass" unit="">input pin to async pin</metric>
  </group>
  <group name="final_timing">
    <metric name="finalWorstPathRequiredPeriod" unit="ns">3.17</metric>
    <metric name="timing_hold_violations_final" unit="">0</metric>
    <metric name="setup-tns-final" unit="ns">-0.999</metric>
    <metric name="tightestPinTransition" unit="ns">1.31</metric>
    <metric name="maxSlewHeadroom" unit="%">12.4</metric>
    <metric name="worst_slack" unit="ns">-0.374</metric>
    <metric name="final-max-slew-violation-count" unit="">0</metric>
    <metric name="grt_setup_unrepaired" unit="">true</metric>
    <metric name="highest_clock_rate" unit="MHz">315</metric>
    <metric name="setup_violations" unit="">10</metric>
    <metric name="post-route-period-util" unit="%">113</metric>
    <metric name="worst_clock_skew" unit="ns">0.0971</metric>
  </group>
  <group name="placement">
    <metric name="placement.io_buffers" unit="">101</metric>
    <metric name="detailed_place_hpwl" unit="um">605000</metric>
    <metric name="finalWeightedCongestion" unit="">0.963</metric>
    <metric name="post_place_instance_area" unit="um2">350000</metric>
    <metric name="pre_cts_worst_setup_slack" unit="ns">-2.09</metric>
    <metric name="placed_cells_incl_taps" unit="">23443</metric>
  </group>
  <group name="global_routing">
    <metric name="first_global_vias" unit="">177464</metric>
    <metric name="gr-total-overflow" unit="">0</metric>
    <metric name="grt_start_max_net_pins" unit="">120</metric>
    <metric name="grt_pass1_wl" unit="um">1310000</metric>
    <metric name="track_usage" unit="%">34.1</metric>
    <metric name="grt_antenna_before_repair" unit="">38</metric>
  </group>
  <group name="run_status">
    <metric name="status" unit="">finished, violations left</metric>
    <metric name="failed_checks" unit="">setup timing</metric>
  </group>
  <group name="flow_run">
    <metric name="drv_cap" unit="">0</metric>
    <metric name="log.warning_count" unit="">41</metric>
  </group>
</metrics>
-- per-layer routing --
metal	vias up	global-route usage, %
met3	2028	31.6
met1	78277	37.8
met4	85	14.3
li1	63294	-
met2	12978	45.9
met5	-	4.33
-- per-stage QoR --
stage                     power (mW)  hold WS [ns]
final                            258        0.0642
after global routing             265        0.0316
after CTS                        259       0.00412
after detailed placement         154         0.488
after global placement           153         0.491
after floorplan                  145         0.466
-- power by group through the flow --
stage	Combinational, mW	Sequential (mW)	Clock (mW)
6_report	15.5	136	107
5_1_grt	16.2	136	113
4_1_cts	15.3	136	108
-- placed cells by master (no fill, tap or decap), types with 151 or more instances in the layout --
cell type  synthesis  layout
buf_12             0     774
edfxtp_1        8192    8192
mux2i_1          546     542
clkinv_2           0     163
nor2_4             0     228
clkbuf_16          0     813
buf_4            189    1350
clkinv_1           2     188
nand2_1          312     296
mux4_2          2010    2010
o22ai_1          257     250
clkbuf_1         215     151
-- cells by family (layout without fill, tap and decap cells) --
| logic type | Yosys count | in the layout |
|---|---|---|
| AOI/OAI and AO/OA | 958 | 958 |
| buffers and inverters | 828 | 3778 |
| DFF | 8224 | 8224 |
| muxes | 2649 | 2649 |
| other | 1 | 81 |
| and+or+nand+nor | 1002 | 1002 |
-- sequential cells by signal, summed over array words and instances (netlist names) --
| signal | cells |
|---|---|
| dmem.mem | 8192 |
| dmem.read_data | 32 |
-- path summary, 6_finish.rpt --
path | start | end | cells past startpoint
min in group clk0 | ALU_result[4] | dmem.read_data[20] | 5
setup reg to reg | dmem.mem[147][7] | dmem.read_data[7] | 7
setup / recovery | dmem.mem[147][7] | dmem.read_data[7] | 7
hold / removal | reset | dmem.read_data[24] | 2
max in group asynchronous | reset | dmem.read_data[23] | 3
hold reg to reg | dmem.read_data[7] | dmem.read_data[7] | 1
-- area by class of cell --
| cell class | count | area share (%) |
|---|---|---|
| Clock buffer | 965 | 5.54 |
| Sequential cell | 8224 | 65.4 |
| Tap cell | 8322 | 2.76 |
| Antenna cell | 49 | 0.0325 |
| Inverter | 6 | 0.0106 |
| Multi-Input combinational cell | 4641 | 17.6 |
| Clock inverter | 515 | 1.38 |
| Timing Repair Buffer | 2292 | 7.32 |
-- timing repair --
action / 4_1_cts / 5_1_grt
hold buffers: 32 / 0
cloned: 1 / 1
endpoints found under the hold margin: 1221 / 0
pin swaps: 21 / 49
resized: 215 / 96
buffers inserted: 10 / 4
endpoints found under the setup margin: 54 / 25
Power and IR drop assume default switching activity.
